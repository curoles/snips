==> ./design.v <==
module IFU
#(
    parameter ADDR_WIDTH = 32,
    parameter WORD_SIZE = 4
)
(
    input clk,
    input reset,
    output reg read_request,
    output reg [ADDR_WIDTH-1:0] read_addr,
    input mem_read_data_ready,
    input [WORD_SIZE*8-1:0] mem_read_data
);
always @(posedge clk)
begin
    if (reset) begin
        read_request <= 0;
        read_addr <= '0; 
    end
    else begin
        read_request <= 1;
        read_addr <= read_addr + 4;
    end
end
always @(posedge clk)
begin
    if (mem_read_data_ready) begin
    end
end
endmodule: IFU
==> ./run.sh <==
#!/bin/bash
# OpenROAD 26Q1-2900-gdf79404cd8, Yosys 0.63+post, stock flow scripts
make -C /OpenROAD-flow-scripts/flow DESIGN_CONFIG=/design/flow/config.mk WORK_HOME=/design/flow/orfs finish
==> ./config.mk <==
export PLATFORM = sky130hd
export DESIGN_NAME = IFU
export DESIGN_NICKNAME = IFU
export VERILOG_FILES = /design/flow/design.v
export SDC_FILE = /design/flow/constraint.sdc
export NUM_CORES = 4
export LEC_CHECK = 1
export CORE_AREA = 10 10 100 100
export DIE_AREA = 0 0 110 110
==> ./constraint.sdc <==
current_design IFU

set clk_period 4.5
set clk_io_pct 0.2

create_clock -name clk0 -period $clk_period [get_ports {clk}]

set non_clock_inputs [all_inputs -no_clocks]
set_input_delay [expr $clk_period * $clk_io_pct] -clock clk0 $non_clock_inputs
set_output_delay [expr $clk_period * $clk_io_pct] -clock clk0 [all_outputs]
==> impl_metrics.json <==
{
  "dp_hpwl_um": 2710,
  "pwr-share-seq_pct": 52.3,
  "rsz0062_at_grt": "false",
  "detail_route.iter0.violations": 39,
  "fin_crit_ns": 2.22,
  "globalRouteMet3Util_pct": 3.00,
  "cts_sinks": 31,
  "gr-usage-met2_pct": 9.40,
  "ys_cells": 163,
  "crit_fanout": 10,
  "fin_crit_sh_pct": 49.4,
  "synth_warnings": 1,
  "peakVddDrop_v": 0.000167,
  "power_leakage_nw": 0.582,
  "setup_viol": 0,
  "die_w_um": 110,
  "p_clk_share_pct": 44.9,
  "netlist_area_sq_um": 1420,
  "fin_area_sq_um": 1930,
  "ys_area_sq_um": 1420,
  "design.core.area_sq_um": 7810,
  "skew_ns": 0.00328,
  "row_count": 32,
  "fp_util_pct": 18.1,
  "synth.avg_cell_area_sq_um": 8.69,
  "busiest_layer": "met2",
  "hold_viol": 0,
  "port_buffers": 32,
  "ys_seq_share_pct": 43.8,
  "grt_pass1_wl_um": 6140,
  "cp-end-kind": "register",
  "synthSimpleGateAreaFrac_pct": 30.7,
  "clock_latency_ns": 0.28,
  "routed_wirelength_um": 3720,
  "grt_pass1_vias": 1214,
  "combPwrFrac_pct": 2.7,
  "die_h_um": 110,
  "hp-class": "register to register",
  "met1_usage_pct": 8.35,
  "critPathKind": "register to register",
  "firstDrtPassIters": 4,
  "cts_hold_buffers": 0,
  "dpl_cell_area_sq_um": 1830,
  "sw_frac_of_total_pct": 20.9,
  "run_status": "complete, no violations",
  "synth.distinct_cells": 27,
  "post-place-ws_ns": 2.29,
  "antenna_cells": 0,
  "grt_max_degree": 24,
  "detail-route-antenna-nets": 0,
  "switching_power_uw": 112,
  "worst_slack_ns": 2.28,
  "worstPathRequired_ns": 4.72,
  "synthAdderAreaFrac_pct": 0.883,
  "cp.arrival_ns": 2.44,
  "wire_per_inst_um": 12.4,
  "fmax_mhz": 450,
  "cts_resized": 0,
  "io-pin-count": 68,
  "drv_slew": 0,
  "antenna_found_initial": 0,
  "cts_max_level": 2,
  "post_cts_buffers": 0,
  "synthXorXnorAreaFrac_pct": 8.04,
  "ys.flops": 31,
  "fillCellCount": 859,
  "mux_share_pct": 0,
  "maxCapViolations": 0,
  "area_growth_pct": 36.6,
  "grt_usage_pct": 6.28,
  "vias_per_cell": 4.37,
  "clockBufferDepth": 2,
  "ys_sh_aoi_pct": 12.4,
  "tool_warnings": 58,
  "synth_cells": 163,
  "chipArea_sq_um": 12100,
  "p_int_uw": 424,
  "drive_gt1_share_pct": 7.07,
  "drc": 0,
  "ys_top_logic_family": "simple AND/OR/NAND/NOR gates",
  "place_congestion": 0.765,
  "vias": 1311,
  "power_density_nw_per_um2": 277,
  "cts_made_buffers": 5,
  "path_clk_slew_ns": 0.06,
  "tns_ns": 0,
  "cts-root-buf": "clkbuf_8",
  "crit_path_start_kind": "register",
  "grt_overflow": 0,
  "cts_tree": "done"
}
-- stage by stage --
step	util [%]	hold WS (ns)	instances	power (mW)
finish	24.8	0.493	300	0.536
floorplan	-	0.439	164	0.294
CTS	24.8	0.497	300	0.544
global placement	23.5	0.472	292	0.302
global route	24.8	0.522	300	0.559
detailed placement	23.5	0.480	292	0.302
-- kinds of logic (layout without fill, tap and decap cells) --
logic type	after synthesis	count (layout)
fa+ha+maj	1	1
other cells	1	2
compound gates	30	30
xor+xnor	13	13
simple gates	76	76
flops	31	31
buf+inv	11	45
-- Yosys cell counts --
cell | count | area [sq um]
dfxtp_1 | 31 | 621
a21oi_1 | 15 | 75.1
nor2_1 | 15 | 56.3
nand2_1 | 13 | 48.8
xnor2_1 | 11 | 96.3
o31ai_1 | 10 | 75.1
or4_1 | 10 | 75.1
nand3_1 | 7 | 35.0
nand4_1 | 6 | 37.5
and3_1 | 5 | 31.3
o21ai_0 | 5 | 25.0
or3_1 | 5 | 31.3
inv_1 | 4 | 15.0
nor3_1 | 4 | 20.0
nor4_1 | 4 | 25.0
clkbuf_1 | 3 | 11.3
or3_2 | 3 | 22.5
buf_4 | 2 | 15.0
xor2_1 | 2 | 17.5
buf_1 | 1 | 3.75
buf_6 | 1 | 11.3
conb_1 | 1 | 3.75
ha_1 | 1 | 12.5
nand4_2 | 1 | 12.5
nand4_4 | 1 | 21.3
nor2b_1 | 1 | 6.26
or4_4 | 1 | 11.3
-- cells in the final DEF (no fill, tap or decap) --
cell             Yosys  final
a21oi_1             15     15
and3_1               5      5
buf_4                2      1
clkbuf_1             3      1
clkbuf_8             0      7
clkdlybuf4s50_1      0     32
conb_1               1      2
dfxtp_1             31     31
ha_1                 1      1
inv_1                4      4
nand2_1             13     13
nand3_1              7      7
nand4_1              6      6
nand4_2              1      1
nand4_4              1      1
nor2_1              15     15
nor2b_1              1      1
nor3_1               4      4
nor4_1               4      4
o21ai_0              5      5
o31ai_1             10     10
or3_1                5      5
or3_2                3      3
or4_1               10     10
or4_4                1      1
xnor2_1             11     11
xor2_1               2      2
-- cell type report --
class                           count  area [sq um]  area share (%)
Clock buffer                        8           100            5.17
Inverter                            4          15.0           0.776
Multi-Input combinational cell    122           743            38.4
Sequential cell                    31           621            32.1
Tap cell                          102           128            6.60
Timing Repair Buffer               33           328            16.9
-- sequential cells by signal (all words and copies together), names as in the netlist --
signal        flops
read_addr        30
read_request      1
-- worst paths after layout --
path | from | slack (ns) | cells after the start | endpoint
setup / recovery | read_addr[2]$_SDFF_PP0_ | 2.28 | 5 | read_addr[30]$_SDFF_PP0_
hold / removal | read_addr[2]$_SDFF_PP0_ | 0.49 | 1 | read_addr[2]$_SDFF_PP0_
setup reg to reg | read_addr[2]$_SDFF_PP0_ | 2.28 | 5 | read_addr[30]$_SDFF_PP0_
hold reg to reg | read_addr[2]$_SDFF_PP0_ | 0.49 | 1 | read_addr[2]$_SDFF_PP0_
-- power groups by stage --
stage                 Clock (mW)  Sequential, mW  Combinational [mW]
after global routing       0.262           0.281              0.0162
final                      0.241           0.281              0.0147
after CTS                  0.248           0.281              0.0151
-- layer usage --
layer / part of all wire [%] / up-vias
met4: 1.2 / 0
li1: - / 664
met2: 42 / 32
met3: 9.4 / 8
met5: 0 / -
met1: 47 / 607
-- worst max-delay path, cell delays in order, from the launching register on --
cell and delay [ns]:
dfxtp_1 0.42, ha_1 0.25, nand4_2 0.24, or3_1 0.57
or4_1 0.53, a21oi_1 0.14
No activity file was given, so power comes from the tool's default toggle rates.
