===== flow/config.mk =====
export PLATFORM = sky130hd
export DESIGN_NAME = AutoCounter
export DESIGN_NICKNAME = AutoCounter
export VERILOG_FILES = /design/flow/design.v
export SDC_FILE = /design/flow/constraint.sdc
export NUM_CORES = 4
export LEC_CHECK = 1
export CORE_AREA = 10 10 70 70
export DIE_AREA = 0 0 80 80

===== flow/constraint.sdc =====
current_design AutoCounter

set clk_period 1.5
set clk_io_pct 0.2

create_clock -name clk0 -period $clk_period [get_ports {clk}]

set non_clock_inputs [all_inputs -no_clocks]
set_input_delay [expr $clk_period * $clk_io_pct] -clock clk0 $non_clock_inputs
set_output_delay [expr $clk_period * $clk_io_pct] -clock clk0 [all_outputs]

===== flow/design.v =====
module AutoCounter
#(
    parameter WIDTH = 4
)
(
    input clk,
    input reset,
    input start,
    output reg [WIDTH-1:0] count
);
    logic enable;    
    logic overflow;  
    always_latch begin  
        if (reset)
            enable <= 0;
        else if (start)
            enable <= 1;
        else if (overflow)
            enable <= 0;
    end
    always @(posedge clk)
    begin
        if (reset)
            {overflow,count} <= 0;
        else
            {overflow,count} <= count + 1;
    end
endmodule

===== flow/run.sh =====
#!/bin/bash
# OpenROAD 26Q1-2900-gdf79404cd8, Yosys 0.63+post, stock flow scripts
make -C /OpenROAD-flow-scripts/flow DESIGN_CONFIG=/design/flow/config.mk WORK_HOME=/design/flow/orfs finish

==> results.cfg <==
; flow metrics
[yosys]
postSynthAreaPerCell_um2 = 11.2
ys_cells = 13
ys_warn_count = 1
syn_area_um2 = 145
ys_area_um2 = 145
synth_seq_share_pct = 55.2
synth_flops = 4
yosysUniqueCellTypes = 7
syn_inst = 13

[clock_tree]
ctsResizeCount = 0
cts_hold_buffers = 0
clk_pin_slew_ns = 0.03
clkLatencyLatePin_ns = 0.23
cts_buffers = 3
cts_tree = built
cts-root-buf = clkbuf_4
cts.sinks = 4
cts_setup_buffers = 0
ctsLongestPathBuffers = 2
h-tree-depth = 1

[detailed_routing]
drc = 0
drtIter0Drc = 1
antenna_left = 0
routed_via_density = 1.76
dr_total_vias = 120
routed_wl_um = 373
drt_pass1_iterations = 2
wl_per_cell_um = 5.49

[timing]
fin_crit_sh_pct = 91.9
hold_viol = 0
period_minus_slack_ns = 1.38
max_freq_ghz = 0.726
rsz0062_at_grt = no
slew_viol_final = 0
setup_violations = 0
tns_ns = 0
maxSlewHeadroom_pct = 88.4
tightestPinTransition_ns = 0.173
skew_ns = 0.00540

[worst_setup_path]
cp_slowest_cell = clkdlybuf4s50_1
cp.arrival_ns = 1.08
required_ns = 1.20
critPathTopFamily = buffers and inverters
cp-end-kind = output pin
worst-path-buf-inv = 1
path_max_fanout = 3
crit_chain = clkdlybuf4s50_1
cpPeakStageDelay_ns = 0.50
start_kind = flip-flop
critPathKind = reg2out

[global_route]
grt_pass1_wl_um = 545
track_usage_pct = 1.34
antenna_found_initial = 0
grt_pass1_vias = 119
gr-total-overflow = 0
grt_start_max_net_pins = 6

[finish]
lay_top_cells = clkdlybuf4s50_1, dfxtp_1, nor2_1, clkbuf_4, nor2b_1
drive_gt1_share_pct = 19.0
logic_area_um2 = 65.1
flop_area_um2 = 80.1
syn_to_final_growth_pct = 91.4
lay_top_count = clkdlybuf4s50_1
finalNonFillerCells = 68
filler_cell_count = 401
largest_reg_flops = 4

[power]
clockPowerShare_pct = 47.2
p_seq_share_pct = 43.3
leakage_nw = 0.0956
swShare_pct = 19.8
powerDensity_mw_per_mm2 = 998
p_int_mw = 0.222
p_sw_mw = 0.0548
power_frac_comb_pct = 9.5
ir_drop_uv = 112

[run]
maxCapViolCount = 0
warnings = 26

[worst_hold_path]
min_path_type = reg2reg

[place]
place_inst = 64
port_buffers = 5
place.gp.congestion = 0.690

[die]
dieArea_mm2 = 0.00640
fp.dieW_um = 80
io_pins = 7
initCoreUtil_pct = 4.25
die_y_um = 80
placementRows = 21
core-area_mm2 = 0.00342

[outcome]
status = completed
[synthesized netlist by cell type]
cell | instances | area, um2
nor2_1 | 3 | 11.3
mux2_4 | 1 | 15.0
dfxtp_1 | 4 | 80.1
nor2b_1 | 2 | 12.5
nand3_1 | 1 | 5.00
xnor2_1 | 1 | 8.76
ha_1 | 1 | 12.5
[area by class of cell]
cell class                 count  area share, %
multi-input combinational      9           23.4
timing repair buffer           5           18.0
antenna                        1          0.901
clock buffer                   3           8.11
sequential                     4           28.8
tap                           46           20.7
[per-layer routing]
metal	wire length, um	up-vias	global-route usage [%]
li1	-	62	-
met1	151	50	0.997
met2	87	8	0.963
met3	134	0	3.30
met4	0	0	0.352
met5	0	-	0
[power by group through the flow]
stage	Combinational, mW	Sequential [mW]	Clock, mW
final	0.0264	0.120	0.131
after global routing	0.0303	0.121	0.147
after CTS	0.0275	0.120	0.139
[per-stage QoR]
stage / setup slack [ns] / cell area, um2 / total power, mW / hold WS (ns) / util, %
after CTS: 0.0829 / 275 / 0.287 / 0.467 / 8.06
final: 0.122 / 278 / 0.277 / 0.463 / 8.13
after global placement: 0.227 / 253 / 0.148 / 0.441 / 7.40
after detailed placement: 0.220 / 253 / 0.149 / 0.459 / 7.40
after global routing: 0.0424 / 275 / 0.298 / 0.485 / 8.06
after floorplan: 0.680 / 145 / 0.128 / 0.367 / -
[logic make-up after synthesis]
group                      Yosys count  synth area share, %
muxes                                1                 10.3
and+or+nand+nor                      6                 19.8
DFF                                  4                 55.2
adders and majority gates            1                 8.62
xor gates and xnor gates             1                 6.04
[worst paths after layout]
| path | start | cells after the start | slack, ns | end |
|---|---|---|---|---|
| max | count[1]$_SDFF_PP0_ | 1 | 0.12 | count[1] |
| min | count[0]$_SDFF_PP0_ | 1 | 0.46 | count[0]$_SDFF_PP0_ |
| max reg2reg | count[0]$_SDFF_PP0_ | 2 | 0.62 | count[3]$_SDFF_PP0_ |
| min reg2reg | count[0]$_SDFF_PP0_ | 1 | 0.46 | count[0]$_SDFF_PP0_ |
Power and IR drop assume default switching activity.
